[run.sh]
#!/bin/bash
# OpenROAD 26Q1-2900-gdf79404cd8, Yosys 0.63+post, stock flow scripts
make -C /OpenROAD-flow-scripts/flow DESIGN_CONFIG=/design/flow/config.mk WORK_HOME=/design/flow/orfs finish
[config.mk]
export PLATFORM = sky130hd
export DESIGN_NAME = alu
export DESIGN_NICKNAME = alu
export VERILOG_FILES = /design/flow/design.v
export SDC_FILE = /design/flow/constraint.sdc
export NUM_CORES = 4
export LEC_CHECK = 1
export CORE_AREA = 10 10 74 74
export DIE_AREA = 0 0 84 84
export SYNTH_HDL_FRONTEND = slang
[constraint.sdc]
current_design alu

set clk_period 4.1
set clk_io_pct 0.2

create_clock -name clk0 -period $clk_period [get_ports {clk}]

set non_clock_inputs [all_inputs -no_clocks]
set_input_delay [expr $clk_period * $clk_io_pct] -clock clk0 $non_clock_inputs
set_output_delay [expr $clk_period * $clk_io_pct] -clock clk0 [all_outputs]
[design.v]
interface mem_if(input logic clk);
   timeunit 1ns;
   timeprecision 1ns;
   logic [4:0] addr;
   logic [7:0] data_in;
   logic [7:0] data_out;
   logic       read;
   logic       write;
   task automatic write_mem( input logic [4:0] addr_local, 
			     input logic [7:0] data_in_local,  
			     input logic       debug = 0
			     );
      @(negedge clk);  
      read = 0;
      write = 1;
      data_in = data_in_local;
      addr = addr_local;
      @(posedge clk);  
      if (debug == 1)
	$display("write address = %d, data value = %d", addr, data_in);
      else
	;
      return;
   endtask  
   task automatic read_mem(input logic [4:0] addr_local,
			   output logic [7:0] data_out_local,
			   input logic 	      debug = 0
			   );
      @(negedge clk);
      write = 0;
      read = 1;
      addr = addr_local;
      @(posedge clk);
      #10 data_out_local = data_out;  
      if (debug == 1)
	$display("read address = %d, data value = %d", addr_local, data_out_local);
      else
	;
      return;
   endtask  
   modport test (input clk, data_out, output read, write, addr, data_in, import read_mem, write_mem);
   modport mem (input clk, read, write, addr, data_in, output data_out);
endinterface  
package typedefs;
   typedef enum logic[0:2] {HLT, SKZ, ADD, AND, XOR, LDA, STO, JMP} opcode_t;
   typedef enum bit[2:0] {INST_ADDR, INST_FETCH, INST_LOAD, IDLE, OP_ADDR, OP_FETCH, ALU_OP, STORE} state_t;
endpackage:typedefs
module alu import typedefs::*;(
			       output logic [7:0] out,
			       output logic zero,
			       input logic [7:0]  accum, data,
			       input [2:0] opcode,
			       input clk
			       );
   timeunit 1ns;
   timeprecision 100ps;
   always_comb
     zero = (accum == 0)? 1 : 0;
   always_ff @(negedge clk)
     begin
	unique case(opcode)
	  HLT: out = accum;
	  SKZ: out = accum;
	  ADD: out = data + accum;
	  AND: out = data & accum;
	  XOR: out = data ^ accum;
	  LDA: out = data;
	  STO: out = accum;
	  JMP: out = accum;
	  default: out = accum;
	endcase  
     end  
endmodule
==> results.txt <==
Reports from this run.

- The final setup violation count is 0.
- The core box area reads 0.00397 mm^2.
- The setup slack of the critical path after layout is 0.0581 ns.
- The clock passes through at most 2 buffers.
- Detailed routing inserted a total of 1,052 vias.
- The number of max-cap violations reads 0.
- The nature of the critical path startpoint is an input port.
- The number of warnings in the stage logs is 34.
- The worst hold path endpoint reads zero.
- The top fanout value on the critical path reads 2.
- The total of hold buffers inserted after clock tree synthesis is 0.
- The synthesis-to-layout area growth reads 69.3%.
- Setup repair after global routing left no endpoint under its margin.
- The synthesized instance count reads 110.
- On the critical path the data arrives at 2.17 ns.
- The first-pass GRT wire length is 4.67 mm.
- The total die area reads 0.00706 mm^2.
- The mapped cell area reads 912 um^2.
- The power report puts the leakage power at 0.706 nW.
- The relative slew slack reads 79.7%.
- The routed wirelength normalized by instance count is 13.1 um.
- Per the final layout report, the fraction of cells sized above drive strength 1 comes to 31.4%.
- The number of sinks handled by clock tree synthesis is 8.
- The pin count of the biggest net entering global routing is 17.
- The CTS report gives the tree buffer count as 3.
- The start-to-end type of the worst setup path is input port to register.
- The post-CTS clock slew at the launch and capture registers of the worst setup and hold paths is 0.03 ns.
- At the end of routability-driven placement, the weighted congestion stood at 0.891.
- The worst hold path was traced through 5 stages.
- The horizontal die dimension reported for this design is 84 um.
- The total length of routed wires is 2.86 mm.
- Summed over all nets, the switching power comes to 0.123 mW.
- The switching share of power is 32.6%.
- TritonCTS built the clock tree.
- Antenna repair during routing inserted a diode count of 0.
- The clock root buffer master is clkbuf_8.
- The share of the Yosys chip area taken by registers is 17.6%.
- In this run, synthesis produced a sequential element count of 8.
- The post-route antenna net violation count is 0.
- The total I/O pin count reads 29.
- Per the hold report, the tightest min-delay path originates at accum[0].
- The power report attributes to the clock group a share of 33.7%.
- The run finished with clean final reports.
- The cell-internal power reads 0.255 mW.
- The final number of hold-violating endpoints is 0.
- The first routing iteration left 70 violations.
- The element type at the critical path end is a register.
- The logic gate share of total power is 42.3%.
- The placement report lists the number of port buffers as 28.
- The total global routing overflow reads 0.
- The fraction of power consumed by sequential logic is 23.9%.
- The most critical hold endpoint after final layout shows a slack of 2.44 ns.
- Across the VDD grid, the largest voltage drop is 0.0000706 V.
- In the final timing run, aggregate negative setup slack is 0 ns.
- The fraction of the core area occupied by cells at floorplan is 23.0%.
- The number of global-route vias before repair is 1,041.
- Looking at the max-slew report, the worst-margin pin has a slew of 0.303 ns.
- The unique cell type count in the Yosys netlist reads 31.
- The number of cell instances after yosys synthesis reads 110.
- The average instance area after synthesis reads 8.29 um^2.
- The register with the most flip-flops in the layout has 8 of them.
- The path class of the lowest-slack min-delay path is input port to primary output.
- After clock tree synthesis, the setup repair step added 0 buffers.
- The number of placed instances, taps included reads 209.
- The number of H-tree branching levels reads 1.
- The post-place setup slack is -0.610 ns.
- The number of placement rows reads 23.
- The DRC violation total left in the routed layout is recorded as 0.
- The number of search-and-repair iterations in the first detailed-routing pass is 4.
- The total power divided by cell area is 245 mW/mm^2.
- The overall routing resource usage reads 7.57%.
- The placed wire-length estimate reads 2.22 mm.
- The initial antenna violation count is 0.
- The data required time reported for the critical path is 2.23 ns.
- The final non-filler cell total is 219.
- For reference, the final report shows the max-slew violation count at 0.
- The die outline height reads 84 um.
- The Yosys warning count is 0.
- Post-synthesis, Yosys gives the total cell area as 912 um^2.
- The via-per-instance ratio reads 4.80.
-- cell usage after synthesis, drive strengths merged --
master / n / area, um^2
buf: 2 / 22.5
inv: 3 / 11.3
nor2: 8 / 30.0
a311oi: 1 / 8.76
or4: 2 / 15.0
a22oi: 1 / 7.51
o21bai: 2 / 15.0
o211ai: 1 / 7.51
a221oi: 1 / 8.76
nand2: 9 / 33.8
fa: 1 / 20.0
nor2b: 2 / 15.0
or3: 1 / 11.3
xor2: 6 / 52.6
mux2i: 8 / 80.1
o21ai: 14 / 70.1
nand3b: 1 / 7.51
a211oi: 7 / 67.6
dfxtp: 8 / 160
a22o: 3 / 26.3
ha: 8 / 100
clkbuf: 4 / 48.8
or2: 1 / 6.26
a21o: 1 / 7.51
a211o: 1 / 8.76
a21oi: 14 / 70.1
-- layout make-up --
type	count	area [um^2]
Clock buffer	3	41.3
Clock inverter	8	30.0
Fill cell	374	2430
Multi-Input combinational cell	93	772
Sequential cell	8	160
Inverter	2	7.51
Timing Repair Buffer	55	470
Tap cell	50	62.6
-- through the flow --
step                      power, mW  instance area (um^2)  util [%]
after global routing          0.407                  1540      38.9
after global placement        0.252                  1410      35.4
final                         0.379                  1540      38.9
after floorplan               0.180                   932         -
after CTS                     0.376                  1510      38.0
after detailed placement      0.254                  1410      35.4
-- kinds of logic (layout without fill, tap and decap cells) --
group                    count (synthesis)  after routing  synth area share (%)
flip-flops                               8              8                  17.6
AND/OR/NAND/NOR                         24             24                  13.0
AND-OR/OR-AND                           46             46                  32.7
adder cells (fa/ha/maj)                  9              9                  13.2
buffers and inverters                    9             68                  9.05
XOR/XNOR                                 6              6                  5.76
multiplexers                             8              8                  8.78
-- worst max path at each step --
stage	startpoint	endpoint	depth (start not counted)
global route	data[1]	out[5]	7
finish	accum[5]	out[7]	6
CTS	accum[0]	out[6]	8
-- metal layers --
metal  wire length (um)  global-route usage [%]
met5                  0                       0
met4                 78                    3.20
met3                172                    2.26
met2               1350                    12.4
met1               1260                    8.91
-- cell usage in the layout (no fill, tap or decap), types with 3 or more instances in the layout --
| cell type | count |
|---|---|
| a22o_1 | 3 |
| mux2i_1 | 8 |
| dfxtp_1 | 8 |
| clkdlybuf4s50_1 | 15 |
| xor2_1 | 6 |
| inv_1 | 9 |
| nor2_1 | 8 |
| clkbuf_8 | 3 |
| buf_4 | 27 |
| a211oi_2 | 5 |
| dlygate4sd2_1 | 6 |
| ha_4 | 6 |
| dlymetal6s2s_1 | 4 |
| o21ai_1 | 7 |
| a21oi_1 | 12 |
| o21ai_0 | 6 |
| nand2_1 | 9 |
-- power by group through the flow --
stage	Sequential (mW)	Combinational [mW]	Clock (mW)
CTS	0.0909	0.153	0.131
global route	0.0913	0.177	0.139
finish	0.0907	0.160	0.128
-- critical path, cell delays in order --
cell             delay [ns]
clkdlybuf4s50_1        0.47
ha_4                   0.19
a211o_1                0.30
o21ai_2                0.15
xor2_1                 0.17
o21ai_1                0.08
-- what timing repair did --
item | in CTS | in global routing
gates cloned | 0 | 0
pin swaps | 10 | 8
resized | 17 | 15
endpoints found under the setup margin | 7 | 4
Power figures rest on the tool's default switching activity, not on a simulated workload.
